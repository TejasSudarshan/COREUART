[design/flow/run.sh]
#!/bin/bash
# OpenROAD 26Q1-2900-gdf79404cd8, Yosys 0.63+post, stock flow scripts
make -C /OpenROAD-flow-scripts/flow DESIGN_CONFIG=/design/flow/config.mk WORK_HOME=/design/flow/orfs finish
[design/flow/config.mk]
export PLATFORM = sky130hd
export DESIGN_NAME = buffer_r
export DESIGN_NICKNAME = buffer_r
export VERILOG_FILES = /design/flow/design.v
export SDC_FILE = /design/flow/constraint.sdc
export NUM_CORES = 4
export LEC_CHECK = 1
export CORE_UTILIZATION = 30
[design/flow/constraint.sdc]
current_design buffer_r

set clk_period 3.8
set clk_io_pct 0.2

create_clock -name clk0 -period $clk_period [get_ports {Clk}]

set non_clock_inputs [all_inputs -no_clocks]
set_input_delay [expr $clk_period * $clk_io_pct] -clock clk0 $non_clock_inputs
set_output_delay [expr $clk_period * $clk_io_pct] -clock clk0 [all_outputs]
[design/flow/design.v]
`timescale 1ns/1ps
module buffer_r( Clk, dataIn,RD, WR, rpaddr, dataOut, Rst,EMPTY); 
input  Clk,RD,WR,Rst;
input [1:0]rpaddr;
output  EMPTY; 
input [8-1:0]dataIn;
output reg[8-1:0] dataOut;
  assign EMPTY = (RD && !Rst)? 1'b1:1'b0;   
reg[8-1:0]mem[3:0];
always @(posedge Clk)
begin
 if(!Rst)begin
   if(WR && !RD) 
     mem[rpaddr]=dataIn;      
 else if(RD && !WR)
     dataOut=mem[rpaddr];      
else
     dataOut=8'b0;
end
end
endmodule
==> CHANGELOG.md <==
### Metrics

- Via count normalized by instance count: 4.37
- Num ports: 23
- Worst path required time: 3040 ps
- Worst max-slew margin expressed relative to the limit: 51.9%
- Maximum level of the CTS H-tree: 2
- Sequential share of the synthesized area: 79.8%
- Violation count after the first detailed-routing iteration: 21
- Cell total in the yosys stat output: 78
- Weighted congestion at the end of routability-driven global placement: 0.707
- Warning total across the stage logs: 25
- Die Outline Area: 5300 um2
- Hold-fix buffers, CTS: 0
- Largest net degree at the start of global routing: 13
- Most common flop cell mapped by yosys: sky130_fd_sc_hd__edfxtp_1
- Vias in the first global route: 757
- Outcome: complete, no violations
- Synthesized instance count: 78
- Number of antenna repair diodes: 0
- Top cell types by occurrence after synthesis: 40 x sky130_fd_sc_hd__edfxtp_1, 16 x sky130_fd_sc_hd__mux2i_1, 8 x sky130_fd_sc_hd__o22ai_1
- Total power: 0.882 mW
- Buffer type at the clock tree root: sky130_fd_sc_hd__clkbuf_8
- Filler cells: 431
- Final setup vio count: 0
- Post-synth top area cell: sky130_fd_sc_hd__edfxtp_1
- Min Tclk post-route: 2680 ps
- Number of antenna-violating nets in the routed design: 0
- Routed wirelength normalized by instance count: 13.5 um
- Height of the die: 72.8 um
- Pre-CTS worst setup slack: 1120 ps
- Chip Area, Yosys: 1510 um2
- Global-route wire length before repair: 3710 um
- Per-instance average area after synthesis: 19.3 um2
- Final HPWL from detailed placement: 1550 um
- Unrepaired setup endpoints after global routing: no
- Die W: 72.8 um
- Number of buffers added on ports: 22
- Arrival time of the worst setup path: 1920 ps
- Leakage power total: 0.662 nW
- Most common cell in the netlist: sky130_fd_sc_hd__edfxtp_1
- Count of flip-flops with a built-in enable after synthesis: 40
- Iteration tally of the first detailed-router pass: 4
- Type of the setup path with the least slack: in2out
- Worst setup slack after layout: 1120 ps
- Area of the mapped netlist: 1510 um2
- Core utilization before placement: 31.5%
- Achievable Freq: 373 MHz
- Number of max-slew violations in the final report: 0
- VDD IR max: 0.244 mV
- Worst Max-Slew Pin Slew: 719 ps
- Accumulated negative setup slack: 0 ps
- Number of buffers inserted to repair setup after CTS: 0
- DRC: 0
- Final Routed Wirelength: 2350 um
- Clock-pin slew on the worst setup and hold paths: 70 ps
- TritonCTS buffer count: 5
- Area contributors post-synth: sky130_fd_sc_hd__edfxtp_1 80%, sky130_fd_sc_hd__mux2i_1 11%, sky130_fd_sc_hd__o22ai_1 3.3%
- Maximum clock skew at final layout: 1.56 ps
- Max-cap violations: 0
- Post-synthesis to final-layout area growth: 26.9%
- Final hold vios: 0
- Crit path launch type: primary input
- Fraction of final layout cells with drive strength greater than 1: 8.41%
- Number of rows created at floorplan: 25
- Tally of yosys warning messages: 2
- Overall overflow remaining after global route: 0
- Overall global routing resource usage: 10.3%
- Total of cells resized after clock tree synthesis: 0
- Critical path peak fanout: 5
- Maximum clock insertion buffer count: 2
- Antenna violations before repair: 0
- Area fraction of the dominant cell type after synthesis: 79.8%
- # clock sinks: 40
- Kind of path behind the tightest hold check: reg2reg
- Latency at later pin: 290 ps
- Power Dens Cells: 461 nW/um2
- Core area: 4790 um2
- Async set or reset register ratio after synthesis: 0%
- Number of distinct library cells after synthesis: 16
- Total of flip-flops plus latches after synthesis: 40
- Count of vias placed by the detailed router: 760
- CTS tree: built
- Crit end category: primary output
- Post-route clock period utilization: 70.5%
[per-stage QoR]
stage | util (%) | hold slack [ps] | instances | area (um2)
after CTS | 39.9 | 631 | 174 | 1910
final | 39.9 | 624 | 174 | 1910
after detailed placement | 37.7 | 612 | 166 | 1800
after global placement | 37.7 | 598 | 166 | 1800
after floorplan | - | 563 | 78 | 1510
after global routing | 39.9 | 660 | 174 | 1910
[flip-flops by register name, indices dropped and copies added, names as in the netlist]
name,cells
dataOut,8
mem,32
[kinds of logic after synthesis]
logic type / after synthesis / synth area share [%]
compound gates: 9 / 3.66
buf+inv: 4 / 1.66
flops: 40 / 79.8
mux: 16 / 10.6
simple gates: 9 / 4.24
[per-layer routing]
layer	share of wire (%)	routed length, um	global-route usage [%]
met1	43	1010	14.4
met2	49	1150	16.2
met3	5.6	132	4.06
met4	2.5	59	2.18
met5	0	0	0
[worst max-delay path, cell delays in order]
cell                              delay (ps)
sky130_fd_sc_hd__clkdlybuf4s50_1         540
sky130_fd_sc_hd__inv_1                    70
sky130_fd_sc_hd__nor2_1                   80
sky130_fd_sc_hd__clkdlybuf4s50_1         470
[final timing paths]
path	cells past startpoint	to	slack, ps	startpoint
worst max-delay path	4	EMPTY	1120	RD
worst min-delay path	2	dataOut[6]	620	mem[2][6]
worst max register to register	2	dataOut[3]	2920	mem[1][3]
worst min register to register	2	dataOut[6]	620	mem[2][6]
[placed cells by master (no fill, tap or decap)]
| cell | n |
|---|---|
| sky130_fd_sc_hd__clkinv_2 | 1 |
| sky130_fd_sc_hd__nor3b_1 | 1 |
| sky130_fd_sc_hd__o22ai_1 | 8 |
| sky130_fd_sc_hd__nand3b_1 | 1 |
| sky130_fd_sc_hd__edfxtp_1 | 40 |
| sky130_fd_sc_hd__or3b_1 | 1 |
| sky130_fd_sc_hd__a21oi_1 | 1 |
| sky130_fd_sc_hd__clkbuf_1 | 1 |
| sky130_fd_sc_hd__buf_4 | 2 |
| sky130_fd_sc_hd__and3_1 | 1 |
| sky130_fd_sc_hd__and3b_1 | 1 |
| sky130_fd_sc_hd__clkbuf_8 | 5 |
| sky130_fd_sc_hd__and2_1 | 1 |
| sky130_fd_sc_hd__nor2_1 | 1 |
| sky130_fd_sc_hd__nor2b_1 | 1 |
| sky130_fd_sc_hd__clkdlybuf4s50_1 | 22 |
| sky130_fd_sc_hd__nor4b_1 | 1 |
| sky130_fd_sc_hd__bufinv_16 | 1 |
| sky130_fd_sc_hd__inv_1 | 1 |
| sky130_fd_sc_hd__mux2i_1 | 16 |
[power breakdown]
group / internal [mW] / switching [mW] / total, mW
Sequential: 0.497 / 0.00231 / 0.499
Combinational: 0.0293 / 0.0223 / 0.0515
Clock: 0.195 / 0.136 / 0.331
Total: 0.721 / 0.161 / 0.882
[final cells by class]
cell class	instances	area, um2	share of cell area, %
Clock buffer	6	72.6	3.80
Clock inverter	2	35.0	1.83
Inverter	1	3.75	0.196
Multi-Input combinational cell	34	279	14.6
Sequential cell	40	1200	62.9
Tap cell	67	83.8	4.39
Timing Repair Buffer	24	235	12.3
No activity file was given, so power comes from the tool's default toggle rates.
