File: flow/run.sh
#!/bin/bash
# OpenROAD 26Q1-2900-gdf79404cd8, Yosys 0.63+post, stock flow scripts
make -C /OpenROAD-flow-scripts/flow DESIGN_CONFIG=/design/flow/config.mk WORK_HOME=/design/flow/orfs finish
File: flow/design.v
`timescale 1ns/1ps
module buffer_t( tClk, tdataIn,tRD, tWR, tpaddr, tdataOut,tRst,tEMPTY,ttxrdy); 
 input  tClk,tRD,tWR,tRst;
 input [1:0]tpaddr;
 output  tEMPTY,ttxrdy; 
 input [8-1:0]tdataIn;
 output reg[8-1:0] tdataOut;   
 assign tEMPTY = (!tWR && tRD)? 1'b0:1'b1;  
 assign ttxrdy = (!tRst)? 1'b0:1'b1;  
reg[8-1:0]mem[3:0];
always @(posedge tClk)
begin
if(tRst)begin
  if(tWR && !tRD)begin 
   mem[tpaddr]=tdataIn;        
  end
else if(tRD)begin
 tdataOut=mem[tpaddr];       
end
else;
end
end
endmodule
File: flow/config.mk
export PLATFORM = sky130hd
export DESIGN_NAME = buffer_t
export DESIGN_NICKNAME = buffer_t
export VERILOG_FILES = /design/flow/design.v
export SDC_FILE = /design/flow/constraint.sdc
export NUM_CORES = 4
export LEC_CHECK = 1
export CORE_AREA = 10 10 103 103
export DIE_AREA = 0 0 113 113
File: flow/constraint.sdc
current_design buffer_t

set clk_period 2.5
set clk_io_pct 0.2

create_clock -name clk0 -period $clk_period [get_ports {tClk}]

set non_clock_inputs [all_inputs -no_clocks]
set_input_delay [expr $clk_period * $clk_io_pct] -clock clk0 $non_clock_inputs
set_output_delay [expr $clk_period * $clk_io_pct] -clock clk0 [all_outputs]
==> flow_metrics.env <==
# source this file to load flow results
export IMPL_vias=691
export IMPL_slew_headroom_pct=65.96
export IMPL_grt_max_degree=13
export IMPL_cts_buffers=5
export IMPL_area_leaders="edfxtp_1, mux4_2, mux4_1, nor4b_1, buf_6"
export IMPL_yosysTopAreaCell="edfxtp_1"
export IMPL_drv_cap=0
export IMPL_initial_utilization_pct=17.67
export IMPL_unrepaired_setup_endpoints_after_global_routing="no"
export IMPL_slew_violations=0
export IMPL_number_of_global_route_vias_before_repair=777
export IMPL_cts_max_path_buffers=2
export IMPL_critical_path_peak_fanout=6
export IMPL_grt_pass1_wl_um=4126
export IMPL_post_drt_wl_per_cell_um=13.32
export IMPL_yosysSeqAreaShare_pct=81.91
export IMPL_clk_insertion_delay_late_ps=270
export IMPL_cts_setup_buffers=0
export IMPL_worst_setup_hold_path_clk_slew_ps=70
export IMPL_port_buffer_count=23
export IMPL_drt_first_pass_iters=4
export IMPL_die_h_um=113
export IMPL_chipWidth_um=113
export IMPL_run_status="complete, no violations"
export IMPL_num_rows=33
export IMPL_finalHoldViolCount=0
export IMPL_post_synth_instance_area_um2=1466
export IMPL_timing_final_crit_share_pct=83.86
export IMPL_worstSetupEndpointType="primary output"
export IMPL_core_region_area_um2=8299
export IMPL_area_delta_synth_final_pct=32.94
export IMPL_drcViolationCount=0
export IMPL_tritoncts="yes"
export IMPL_finalWeightedCongestion=0.7245
export IMPL_gate_count_after_technology_mapping=58
export IMPL_criticalPathCategory="in2out"
export IMPL_worst_slew_pin_transition_ps=509.1
export IMPL_lay_top_cells="edfxtp_1, clkdlybuf4s50_1, mux4_2, clkbuf_8, buf_4"
export IMPL_detail_route_vias_per_cell=3.526
export IMPL_worst_path_arrival_ps=1600
export IMPL_filler_cell_count=825
export IMPL_cts_max_level=2
export IMPL_ir_drop_v=0.0002330
export IMPL_holdBufCountCts=0
export IMPL_cts_sink_count=40
export IMPL_final_total_pwr_mw=1.318
export IMPL_layout_top_cell_excl_fill_tap="edfxtp_1"
export IMPL_route_final_wire_length_um=2610
export IMPL_synth_yosys_chip_area_um2=1466
export IMPL_clock_skew_final_ps=1.462
export IMPL_report_final_setup_viol=0
export IMPL_maxClockFrequency_mhz=477.0
export IMPL_synth_top_area_share_pct=81.91
export IMPL_min_period_ps=2096
export IMPL_antenna_left=0
export IMPL_crit_required_ps=2000
export IMPL_layout_core_utilization_pct=23.49
export IMPL_power_static_leakage_nw=0.6115
export IMPL_post_cts_resize_count=0
export IMPL_drive_gt1_share_pct=18.68
export IMPL_die_area_um2=12770
export IMPL_power_per_cell_area_nw_per_um2=676.0
export IMPL_top_level_ports=24
export IMPL_cts_root_buf="clkbuf_8"
export IMPL_count_of_instantiated_cells_in_the_yosys_netlist=58
export IMPL_number_of_antenna_violations_at_the_first_check_in_global_routing=0
export IMPL_worstSetupStartpointType="input port"
export IMPL_drtIter0Drc=54
export IMPL_synthDistinctLibCells=12
export IMPL_min_path_type="reg2reg"
export IMPL_final_setup_tns_ps=0
export IMPL_detail_route_antenna_diodes=0
export IMPL_tool_warnings=25
export IMPL_yosysWarningCount=2
export IMPL_register_bit_count_reported_by_yosys=40
export IMPL_all_layer_global_routing_usage_pct=4.170
export IMPL_grt_overflow_total=0
export IMPL_synthesis_area_per_instance_um2=25.28
cell type report:
cell class                 instances  area (um2)  area share [%]
clock buffer                       6       72.57           3.723
timing repair buffer              28       267.8           13.74
clock inverter                     2       35.03           1.797
tap                              105       131.4           6.739
multi-input combinational         15       241.5           12.39
sequential                        40        1201           61.62
worst paths after layout:
kind,start,endpoint,slack (ps),cells past startpoint
worst max-delay path,tRD,tEMPTY,400,3
worst min-delay path,mem[0][2]$_DFFE_PP_,tdataOut[2]$_DFFE_PP_,630,1
worst max register to register,mem[0][0]$_DFFE_PP_,tdataOut[0]$_DFFE_PP_,1360,1
worst min register to register,mem[0][2]$_DFFE_PP_,tdataOut[2]$_DFFE_PP_,630,1
per-stage QoR:
step	cell area [um2]	worst slack (ps)	std cells	hold WS [ps]
after global routing	1949	325.6	196	658.7
after global placement	1842	354.2	188	606.1
after floorplan	1466	437.2	58	593.2
final	1949	403.6	196	627.1
after detailed placement	1842	322.2	188	612.1
after CTS	1949	390.0	196	631.9
state kept, by name, indices dropped and copies added, names as in the netlist:
name and cells:
mem 32, tdataOut 8
power by group:
group / total [mW] / internal, mW / switching, mW
Sequential: 0.758 / 0.755 / 0.00349
Clock: 0.486 / 0.296 / 0.191
Combinational: 0.0730 / 0.0448 / 0.0282
Total: 1.32 / 1.10 / 0.222
synthesized netlist by cell type:
master	number
nor4b_1	2
mux4_2	5
buf_2	1
nor4_1	1
nand2_1	1
and2_1	1
buf_4	1
mux4_1	3
nor4bb_1	1
edfxtp_1	40
nand2b_1	1
buf_6	1
logic make-up (layout without fill, tap and decap cells):
kind of cell,count (synthesis),count (layout),share of synthesized area [%]
mux,8,8,13.06
buf+inv,3,36,1.621
simple gates,7,7,3.414
flops,40,40,81.91
per-layer routing:
metal | global-route usage (%) | wire length, um | up-vias
met5 | 0 | 0 | -
met4 | 0.8460 | 56 | 0
met3 | 2.564 | 258 | 7
met2 | 6.836 | 1265 | 33
met1 | 4.541 | 1030 | 339
li1 | - | - | 312
critical path: stages:
cell and delay (ps):
clkdlybuf4s50_1 520, nand2b_1 120, clkdlybuf4s50_1 460
Power is estimated from default activity; no workload was simulated.
