==> /design/flow/design.v <==
`timescale 1ns / 1ps
module apbslave(
input  pclk,
input  presetn,
input  psel,
input  penable,
input  [1:0]P_ADDR,
input  pwrite,
input  [BITWIDTH-1:0]PW_DATA,
input rx,
input  [BITWIDTH-1:0]datain,
output reg[BITWIDTH-1:0]Pr_data=8'b0,
output reg P_READY=8'b1,
output [BITWIDTH-1:0]o_baud_val,
output [BITWIDTH-1:0]data_in,
output  TX_RDY,
output  RX_RDY,
output  RXOUT,
input tf_TXRDY,
input rbuff_RXRDY
);
parameter BITWIDTH=8;
reg [BITWIDTH-1:0] mem[0:3];
reg[1:0] state,next_state; reg rxout=1'b1; reg txrdy = 1'b0; reg rxrdy = 1'b0;
always @(negedge pclk, negedge presetn)begin
 if(!presetn)begin
   state<=2'b00;
 end else begin
  state<=next_state;
 case(state)
2'b00:begin
  if(!presetn)
  next_state<=2'b00;
  else
  next_state<=2'b11;
  end
2'b11 :begin
	if(pwrite && psel)begin
     next_state <= 2'b01;
	 end else if(!pwrite && psel)begin 
     next_state <= 2'b10;
 end
 end
 2'b01 : begin
  if(psel==1'b1 && pwrite==1'b1 && penable==1'b1)begin
   next_state<=2'b01; 	
  end else begin
   next_state<=2'b00;
end
end
 2'b10 : begin
  if(psel==1'b1 && pwrite==1'b0 && penable==1'b1)begin
    next_state<=2'b10;
  end else begin
    next_state<=2'b00;
  end
end  
  default: begin
   next_state <= 2'b00;
  end
  endcase  
end 
end
always@(negedge pclk)
 begin
case(state)
2'b00:begin
  end 
2'b11:begin
  P_READY = 1'b0;
  end
2'b01:begin
 mem[P_ADDR] = PW_DATA;
 P_READY = 1'b1; 
 end 
2'b10:begin
 P_READY = 1'b1;
 Pr_data = mem[P_ADDR];
 end
endcase
 mem[3] = datain;
end 
always @(negedge pclk)begin
if(rx==1'b0)
rxout=1'b0;
else
rxout=1'b1;
end
always @(negedge pclk)begin
if(tf_TXRDY==1'b1)
txrdy = 1'b1;
else
txrdy = 1'b0;
end
always @(negedge pclk)begin
if(rbuff_RXRDY==1'b1)
rxrdy = 1'b1;
else
rxrdy = 1'b0;
end
assign RXOUT = rxout; assign o_baud_val = mem[0]; assign data_in = mem[2]; assign TX_RDY = txrdy; assign RX_RDY = rxrdy;
endmodule
==> /design/flow/run.sh <==
#!/bin/bash
# OpenROAD 26Q1-2900-gdf79404cd8, Yosys 0.63+post, stock flow scripts
make -C /OpenROAD-flow-scripts/flow DESIGN_CONFIG=/design/flow/config.mk WORK_HOME=/design/flow/orfs finish
==> /design/flow/config.mk <==
export PLATFORM = sky130hd
export DESIGN_NAME = apbslave
export DESIGN_NICKNAME = apbslave
export VERILOG_FILES = /design/flow/design.v
export SDC_FILE = /design/flow/constraint.sdc
export NUM_CORES = 4
export LEC_CHECK = 1
export CORE_UTILIZATION = 30
==> /design/flow/constraint.sdc <==
current_design apbslave

set clk_period 3.4
set clk_io_pct 0.2

create_clock -name clk0 -period $clk_period [get_ports {pclk}]

set non_clock_inputs [all_inputs -no_clocks]
set_input_delay [expr $clk_period * $clk_io_pct] -clock clk0 $non_clock_inputs
set_output_delay [expr $clk_period * $clk_io_pct] -clock clk0 [all_outputs]
==> impl_metrics.py <==
# Auto-generated metrics
metrics = {
    "run_status": {
        "status": "finished, final reports clean",
    },
    "yosys": {
        "ys_area_um2": 1685,
        "top_cells_by_area": "edfxtp_1, dfxtp_1, mux4_2, ha_1, dfrtn_1",
        "flop_cell": "edfxtp_1",
        "async_flop_share": 0.04167,
        "ys_warn_count": 2,
        "yosys-top-cells-count": "edfxtp_1, dfxtp_1, mux4_2, ha_1, inv_1",
        "synth-edff-count": 35,
        "syn_inst": 78,
        "synth_top_cell_by_count": "edfxtp_1",
        "postSynthSeqShare": 0.7840,
        "synth_area_um2": 1685,
        "ys_types": 16,
        "syn_area_per_cell_um2": 21.61,
        "ys_cells": 78,
        "ys.flops": 48,
        "top_cell_area_share": 0.6236,
        "top_area_cell": "edfxtp_1",
    },
    "detailed_routing": {
        "antennaDiodeCount": 0,
        "routedWlPerCell_um": 11.84,
        "drc": 0,
        "drt_first_pass_iters": 4,
        "drt_iter0_drc": 50,
        "antenna_left": 0,
        "wl_um": 3162,
        "viasPerCell": 4.097,
        "via_count": 1094,
    },
    "cts": {
        "cts_tree": "yes",
        "clkLatencyLatePin_ns": 0.37,
        "holdBufCountCts": 0,
        "cts_root_buf": "clkbuf_8",
        "clk_pin_slew_ns": 0.07,
        "cts_sinks": 48,
        "htreeDepth": 2,
        "cts_inserted_buffers": 5,
        "clockBufferDepth": 2,
    },
    "sta": {
        "rsz0062_at_grt": "no",
        "relSlewSlack": 0.7164,
        "setup-violations-final": 0,
        "setup_ws_ns": 0.03308,
        "whs_ns": 0.2629,
        "final-max-slew-violation-count": 0,
        "fin_worst_skew_ns": 0.06376,
        "final-hold-violation-count": 0,
        "worstMarginPinSlew_ns": 0.4255,
    },
    "pwr": {
        "total_power_mw": 1.339,
        "p_leak_nw": 1.210,
        "ir_worst_vdd_v": 0.0002914,
        "power.density_nw_per_um2": 504.1,
    },
    "floorplanning": {
        "core_um2": 5270,
        "die_x_um": 76.95,
        "num_rows": 26,
        "core_util_floorplan": 0.3198,
        "die_y_um": 76.95,
        "die_area_um2": 5921,
        "pin_count": 54,
    },
    "finish": {
        "syn2layout_area_growth_pct": 57.61,
        "drive_above_1_share": 0.1675,
        "fin_area_um2": 2656,
        "final_util": 0.5040,
    },
    "critical_path": {
        "critPathArrivalTime_ns": 2.69,
        "slowest_stage": "edfxtp_1",
        "path_max_fanout": 2,
        "cp-end-kind": "primary output",
        "path_cells": "dlygate4sd2_1",
        "critical_path_class": "flip-flop to primary output",
        "crit_family": "flip-flops",
        "crit_buf_inv": 1,
        "required_ns": 2.72,
        "critical-path-max-stage-delay_ns": 0.37,
        "start_kind": "flip-flop",
    },
    "job": {
        "warnings": 76,
        "max_cap_viol_count": 0,
    },
    "place": {
        "dp_slack_ns": -0.4500,
        "globalplace.congestion": 0.7551,
        "dpl.hpwl_um": 2200,
        "dpl-instance-area_um2": 2345,
        "io_buffers": 53,
    },
    "grt": {
        "grt_pass1_wl_um": 5451,
        "antenna_found_initial": 0,
        "grt_overflow_total": 0,
        "track_usage": 0.1254,
        "grt_max_degree": 16,
        "grt_pass1_vias": 1226,
    },
    "hold_path": {
        "hp-class": "flip-flop to flip-flop",
    },
}
registers in the layout (all words and copies together) (netlist names):
| name | cells |
|---|---|
| txrdy | 1 |
| rxout | 1 |
| Pr_data | 8 |
| rxrdy | 1 |
| mem | 32 |
| next_state | 2 |
| P_READY | 1 |
| state | 2 |
layer usage:
metal | global-route usage | part of all wire | up-vias
li1 | - | - | 536
met1 | 0.1651 | 0.42 | 502
met4 | 0.04231 | 0.022 | 0
met5 | 0 | 0 | -
met3 | 0.07376 | 0.081 | 7
met2 | 0.1795 | 0.48 | 49
cell families after synthesis:
family / Yosys count / synth area share
AND-OR/OR-AND: 5 / 0.02153
AND/OR/NAND/NOR: 4 / 0.02005
adder cells (fa/ha/maj): 6 / 0.04454
multiplexers: 8 / 0.1091
buffers and inverters: 7 / 0.02078
flip-flops: 48 / 0.7840
cells in the final DEF (no fill, tap or decap), types with 2 or more instances in the layout:
| cell type | count |
|---|---|
| and3b_2 | 2 |
| dfrtn_1 | 2 |
| clkdlybuf4s15_1 | 17 |
| inv_6 | 2 |
| clkbuf_8 | 5 |
| mux4_2 | 7 |
| a21o_1 | 2 |
| edfxtp_1 | 35 |
| buf_4 | 14 |
| inv_1 | 50 |
| clkdlybuf4s50_1 | 23 |
| ha_1 | 6 |
| dlygate4sd2_1 | 12 |
| dfxtp_1 | 11 |
per-stage QoR:
stage | TNS (ns) | instances
after CTS | 0 | 264
after detailed placement | -11.13 | 206
after global routing | 0 | 267
after global placement | -10.93 | 206
after floorplan | 0 | 78
final | 0 | 267
worst paths after layout:
check / slack (ns) / start / endpoint / cells past startpoint
worst max-delay path: 0.03 / mem[0][3] / o_baud_val[3] / 1
worst min-delay path: 0.26 / next_state[0] / state[0] / 0
worst max register to register: 2.06 / state[1] / mem[2][2] / 3
worst min register to register: 0.26 / next_state[0] / state[0] / 0
max in group asynchronous: 1.06 / presetn / state[1] / 2
min in group asynchronous: 2.21 / presetn / state[0] / 2
what timing repair did:
action	4_1_cts	5_1_grt
gates resized	33	15
endpoints found under the hold margin	0	0
pin swaps	0	0
setup endpoints to repair	36	23
buffers inserted	5	3
area by class of cell:
| cell class | instances | area (um2) |
|---|---|---|
| sequential | 48 | 1321 |
| tap | 70 | 87.58 |
| inverter | 4 | 15.01 |
| fill | 445 | 2614 |
| clock buffer | 5 | 68.82 |
| timing repair buffer | 68 | 634.4 |
| multi-input combinational | 23 | 334.1 |
| clock inverter | 49 | 195.2 |
where the power goes:
part / total [mW] / internal [mW] / leakage [nW] / switching (mW)
combinational: 0.109 / 0.0715 / 0.480 / 0.0379
clock: 0.549 / 0.219 / 0.290 / 0.330
sequential: 0.681 / 0.671 / 0.440 / 0.0102
total: 1.34 / 0.961 / 1.21 / 0.378
Power is estimated from default activity; no workload was simulated.
